[run.sh]
#!/bin/bash
# OpenROAD 26Q1-2900-gdf79404cd8, Yosys 0.63+post, stock flow scripts
make -C /OpenROAD-flow-scripts/flow DESIGN_CONFIG=/design/flow/config.mk WORK_HOME=/design/flow/orfs finish
[design.v]
module secded_decoder (
  input  logic        CLK,
  input  logic [71:0] E_DATA,
  output logic [71:0] D_DATA,
  output logic        ERR,
  output logic        D_ERR,
  output logic        S_ERR
);
  logic [71:0] BUFFER;
  logic [7:0]  SYNDROME;
  logic [71:0] MASK;
  logic        OR_SYND;
  logic        XOR_SYND;
  assign OR_SYND  = |SYNDROME;
  assign XOR_SYND = ^SYNDROME;
  assign ERR      = OR_SYND;
  assign D_ERR    = OR_SYND & !XOR_SYND;
  assign S_ERR    = OR_SYND & XOR_SYND;
  assign D_DATA   = MASK ^ BUFFER;
  assign SYNDROME[0] = BUFFER[0] ^ BUFFER[1] ^ BUFFER[2] ^ BUFFER[3] ^ BUFFER[4] ^ BUFFER[5] ^ BUFFER[6] ^
	  BUFFER[7] ^ BUFFER[10] ^ BUFFER[13] ^ BUFFER[14] ^ BUFFER[17] ^ BUFFER[20] ^ BUFFER[23] ^
		BUFFER[24] ^ BUFFER[27] ^ BUFFER[35] ^ BUFFER[43] ^ BUFFER[46] ^ BUFFER[47] ^ BUFFER[51] ^
		BUFFER[52] ^ BUFFER[53] ^ BUFFER[56] ^ BUFFER[57] ^ BUFFER[58] ^ BUFFER[64];
  assign SYNDROME[1] = BUFFER[0] ^ BUFFER[1] ^ BUFFER[2] ^ BUFFER[8] ^ BUFFER[9] ^ BUFFER[10] ^ BUFFER[11] ^
	  BUFFER[12] ^ BUFFER[13] ^ BUFFER[14] ^ BUFFER[15] ^ BUFFER[18] ^ BUFFER[21] ^ BUFFER[22] ^
		BUFFER[25] ^ BUFFER[28] ^ BUFFER[31] ^ BUFFER[32] ^ BUFFER[35] ^ BUFFER[43] ^ BUFFER[51] ^
		BUFFER[54] ^ BUFFER[55] ^ BUFFER[59] ^ BUFFER[60] ^ BUFFER[61] ^ BUFFER[65];
  assign SYNDROME[2] = BUFFER[3] ^ BUFFER[4] ^ BUFFER[5] ^ BUFFER[8] ^ BUFFER[9] ^ BUFFER[10] ^ BUFFER[16] ^
    BUFFER[17] ^ BUFFER[18] ^ BUFFER[19] ^ BUFFER[20] ^ BUFFER[21] ^ BUFFER[22] ^ BUFFER[23] ^
    BUFFER[26] ^ BUFFER[29] ^ BUFFER[30] ^ BUFFER[33] ^ BUFFER[36] ^ BUFFER[39] ^ BUFFER[40] ^
    BUFFER[43] ^ BUFFER[51] ^ BUFFER[59] ^ BUFFER[62] ^ BUFFER[63] ^ BUFFER[66];
  assign SYNDROME[3] = BUFFER[3] ^ BUFFER[6] ^ BUFFER[7] ^ BUFFER[11] ^ BUFFER[12] ^ BUFFER[13] ^ BUFFER[16] ^ 
		BUFFER[17] ^ BUFFER[18] ^ BUFFER[24] ^ BUFFER[25] ^ BUFFER[26] ^ BUFFER[27] ^ BUFFER[28] ^ 
		BUFFER[29] ^ BUFFER[30] ^ BUFFER[31] ^ BUFFER[34] ^ BUFFER[37] ^ BUFFER[38] ^ BUFFER[41] ^ 
		BUFFER[44] ^ BUFFER[47] ^ BUFFER[48] ^ BUFFER[51] ^ BUFFER[59] ^ BUFFER[67];
  assign SYNDROME[4] = BUFFER[3] ^ BUFFER[11] ^ BUFFER[14] ^ BUFFER[15] ^ BUFFER[19] ^ BUFFER[20] ^ BUFFER[21] ^
    BUFFER[24] ^ BUFFER[25] ^ BUFFER[26] ^ BUFFER[32] ^ BUFFER[33] ^ BUFFER[34] ^ BUFFER[35] ^
	  BUFFER[36] ^ BUFFER[37] ^ BUFFER[38] ^ BUFFER[39] ^ BUFFER[42] ^ BUFFER[45] ^ BUFFER[46] ^
	  BUFFER[49] ^ BUFFER[52] ^ BUFFER[55] ^ BUFFER[56] ^ BUFFER[59] ^ BUFFER[68];
  assign SYNDROME[5] = BUFFER[0] ^ BUFFER[3] ^ BUFFER[11] ^ BUFFER[19] ^ BUFFER[22] ^ BUFFER[23] ^ BUFFER[27] ^
    BUFFER[28] ^ BUFFER[29] ^ BUFFER[32] ^ BUFFER[33] ^ BUFFER[34] ^ BUFFER[40] ^ BUFFER[41] ^
	  BUFFER[42] ^ BUFFER[43] ^ BUFFER[44] ^ BUFFER[45] ^ BUFFER[46] ^ BUFFER[47] ^ BUFFER[50] ^
	  BUFFER[53] ^ BUFFER[54] ^ BUFFER[57] ^ BUFFER[60] ^ BUFFER[63] ^ BUFFER[69];
  assign SYNDROME[6] = BUFFER[1] ^ BUFFER[4] ^ BUFFER[7] ^ BUFFER[8] ^ BUFFER[11] ^ BUFFER[19] ^ BUFFER[27] ^
    BUFFER[30] ^ BUFFER[31] ^ BUFFER[35] ^ BUFFER[36] ^ BUFFER[37] ^ BUFFER[40] ^ BUFFER[41] ^
	  BUFFER[42] ^ BUFFER[48] ^ BUFFER[49] ^ BUFFER[50] ^ BUFFER[51] ^ BUFFER[52] ^ BUFFER[53] ^
	  BUFFER[54] ^ BUFFER[55] ^ BUFFER[58] ^ BUFFER[61] ^ BUFFER[62] ^ BUFFER[70];
  assign SYNDROME[7] = BUFFER[2] ^ BUFFER[5] ^ BUFFER[6] ^ BUFFER[9] ^ BUFFER[12] ^ BUFFER[15] ^ BUFFER[16] ^
    BUFFER[19] ^ BUFFER[27] ^ BUFFER[35] ^ BUFFER[38] ^ BUFFER[39] ^ BUFFER[43] ^ BUFFER[44] ^
	  BUFFER[45] ^ BUFFER[48] ^ BUFFER[49] ^ BUFFER[50] ^ BUFFER[56] ^ BUFFER[57] ^ BUFFER[58] ^
	  BUFFER[59] ^ BUFFER[60] ^ BUFFER[61] ^ BUFFER[62] ^ BUFFER[63] ^ BUFFER[71];
  always @(posedge CLK) begin
    BUFFER <= E_DATA;
  end
  always @(*) begin
    case (SYNDROME) 
      8'b00100011: MASK = 72'h00_0000_0000_0000_0001;  
      8'b01000011: MASK = 72'h00_0000_0000_0000_0002;  
      8'b10000011: MASK = 72'h00_0000_0000_0000_0004;  
      8'b00111101: MASK = 72'h00_0000_0000_0000_0008;  
      8'b01000101: MASK = 72'h00_0000_0000_0000_0010;  
      8'b10000101: MASK = 72'h00_0000_0000_0000_0020;  
      8'b10001001: MASK = 72'h00_0000_0000_0000_0040;  
      8'b01001001: MASK = 72'h00_0000_0000_0000_0080;  
      8'b01000110: MASK = 72'h00_0000_0000_0000_0100;  
      8'b10000110: MASK = 72'h00_0000_0000_0000_0200;  
      8'b00000111: MASK = 72'h00_0000_0000_0000_0400;  
      8'b01111010: MASK = 72'h00_0000_0000_0000_0800;  
      8'b10001010: MASK = 72'h00_0000_0000_0000_1000;  
      8'b00001011: MASK = 72'h00_0000_0000_0000_2000;  
      8'b00010011: MASK = 72'h00_0000_0000_0000_4000;  
      8'b10010010: MASK = 72'h00_0000_0000_0000_8000;  
      8'b10001100: MASK = 72'h00_0000_0000_0001_0000;  
      8'b00001101: MASK = 72'h00_0000_0000_0002_0000;  
      8'b00001110: MASK = 72'h00_0000_0000_0004_0000;  
      8'b11110100: MASK = 72'h00_0000_0000_0008_0000;  
      8'b00010101: MASK = 72'h00_0000_0000_0010_0000;  
      8'b00010110: MASK = 72'h00_0000_0000_0020_0000;  
      8'b00100110: MASK = 72'h00_0000_0000_0040_0000;  
      8'b00100101: MASK = 72'h00_0000_0000_0080_0000;  
      8'b00011001: MASK = 72'h00_0000_0000_0100_0000;  
      8'b00011010: MASK = 72'h00_0000_0000_0200_0000;  
      8'b00011100: MASK = 72'h00_0000_0000_0400_0000;  
      8'b11101001: MASK = 72'h00_0000_0000_0800_0000;  
      8'b00101010: MASK = 72'h00_0000_0000_1000_0000;  
      8'b00101100: MASK = 72'h00_0000_0000_2000_0000;  
      8'b01001100: MASK = 72'h00_0000_0000_4000_0000;  
      8'b01001010: MASK = 72'h00_0000_0000_8000_0000;  
      8'b00110010: MASK = 72'h00_0000_0001_0000_0000;  
      8'b00110100: MASK = 72'h00_0000_0002_0000_0000;  
      8'b00111000: MASK = 72'h00_0000_0004_0000_0000;  
      8'b11010011: MASK = 72'h00_0000_0008_0000_0000;  
      8'b01010100: MASK = 72'h00_0000_0010_0000_0000;  
      8'b01011000: MASK = 72'h00_0000_0020_0000_0000;  
      8'b10011000: MASK = 72'h00_0000_0040_0000_0000;  
      8'b10010100: MASK = 72'h00_0000_0080_0000_0000;  
      8'b01100100: MASK = 72'h00_0000_0100_0000_0000;  
      8'b01101000: MASK = 72'h00_0000_0200_0000_0000;  
      8'b01110000: MASK = 72'h00_0000_0400_0000_0000;  
      8'b10100111: MASK = 72'h00_0000_0800_0000_0000;  
      8'b10101000: MASK = 72'h00_0000_1000_0000_0000;  
      8'b10110000: MASK = 72'h00_0000_2000_0000_0000;  
      8'b00110001: MASK = 72'h00_0000_4000_0000_0000;  
      8'b00101001: MASK = 72'h00_0000_8000_0000_0000;  
      8'b11001000: MASK = 72'h00_0001_0000_0000_0000;  
      8'b11010000: MASK = 72'h00_0002_0000_0000_0000;  
      8'b11100000: MASK = 72'h00_0004_0000_0000_0000;  
      8'b01001111: MASK = 72'h00_0008_0000_0000_0000;  
      8'b01010001: MASK = 72'h00_0010_0000_0000_0000;  
      8'b01100001: MASK = 72'h00_0020_0000_0000_0000;  
      8'b01100010: MASK = 72'h00_0040_0000_0000_0000;  
      8'b01010010: MASK = 72'h00_0080_0000_0000_0000;  
      8'b10010001: MASK = 72'h00_0100_0000_0000_0000;  
      8'b10100001: MASK = 72'h00_0200_0000_0000_0000;  
      8'b11000001: MASK = 72'h00_0400_0000_0000_0000;  
      8'b10011110: MASK = 72'h00_0800_0000_0000_0000;  
      8'b10100010: MASK = 72'h00_1000_0000_0000_0000;  
      8'b11000010: MASK = 72'h00_2000_0000_0000_0000;  
      8'b11000100: MASK = 72'h00_4000_0000_0000_0000;  
      8'b10100100: MASK = 72'h00_8000_0000_0000_0000;  
      8'b00000001: MASK = 72'h01_0000_0000_0000_0000;  
      8'b00000010: MASK = 72'h02_0000_0000_0000_0000;  
      8'b00000100: MASK = 72'h04_0000_0000_0000_0000;  
      8'b00001000: MASK = 72'h08_0000_0000_0000_0000;  
      8'b00010000: MASK = 72'h10_0000_0000_0000_0000;  
      8'b00100000: MASK = 72'h20_0000_0000_0000_0000;  
      8'b01000000: MASK = 72'h40_0000_0000_0000_0000;  
      8'b10000000: MASK = 72'h80_0000_0000_0000_0000;  
      default:     MASK = 72'h00_0000_0000_0000_0000;  
    endcase
   end
endmodule
[constraint.sdc]
current_design secded_decoder

set clk_period 7.0
set clk_io_pct 0.2

create_clock -name clk0 -period $clk_period [get_ports {CLK}]

set non_clock_inputs [all_inputs -no_clocks]
set_input_delay [expr $clk_period * $clk_io_pct] -clock clk0 $non_clock_inputs
set_output_delay [expr $clk_period * $clk_io_pct] -clock clk0 [all_outputs]
[config.mk]
export PLATFORM = sky130hd
export DESIGN_NAME = secded_decoder
export DESIGN_NICKNAME = secded_decoder
export VERILOG_FILES = /design/flow/design.v
export SDC_FILE = /design/flow/constraint.sdc
export NUM_CORES = 4
export LEC_CHECK = 1
export CORE_UTILIZATION = 30
export SYNTH_MEMORY_MAX_BITS = 65536
==> out/results.txt <==
Max-Cap Viols: 0
root buffer cell: clkbuf_16
row cnt: 44
Final Non-Filler Cells: 738
period utilisation layout: 81.0%
Post-CTS Setup Bufs: 0
Routed WL: 13,900 um
Crit Path Class: reg2out
global-route wire length before repair: 21,000 um
vias in the first global route: 3,616
PwrDens: 470 nW/um2
largest net degree at the start of global routing: 29
drt wl/cell: 18.8 um
Largest register FFs: 72
Synth top area share: 31.9%
distinct cell type count after synthesis: 35
clk buf depth: 2
fin. max-slew vios: 0
post-DP HPWL: 10,900 um
H-Tree Depth: 3
Critical Path Fanout Max: 16
Worst Path Arrival: 4.27 ns
ys async rst share: 0%
Top cells by area: dfxtp_1 (32%), xnor2_1 (28%), xnor3_1 (12%)
Vias/cell: 4.65
yosys cell count: 403
DRC viols: 0
cts repair resizes: 0
Top reg by flops: BUFFER
final core occ: 44.1%
Yosys chip area: 4520 um2
diode count: 0
Congestion Overflow GR: 0
Worst Path Required: 5.60 ns
Lkg Pwr: 2.40 nW
RSZ-0062 raised after global routing: no
mapped cell area: 4520 um2
die width: 125 um
Ports: 148
number of enable flip-flop cells: 0
outcome: finished clean
CTS buffer count: 9
Registers, synthesis: 72
mean post-synth cell area: 11.2 um2
Synth Flop Type: dfxtp_1
Crit path largest cell delay: 0.60 ns
slew margin rel.: 44.0%
area delta synth->final: 43.0%
CTS tree: built
Worst setup SP type: register
Post-CTS Hold Buffers: 0
final hold violations: 0
Period minus WS final: 5.67 ns
Synth area leader: dfxtp_1
Max Fclk: 176 MHz
IO Port Bufs: 147
Final Setup Violations: 0
Worst Path Buf+Inv: 1
initial antenna violation count: 0
CP delay by family, top: XOR/XNOR gates
most frequent cell after synthesis: xnor2_1
TritonCTS sink count: 72
Slew @ Worst Pin: 0.840 ns
CP max-delay cell: and2_1
core box area: 14,600 um2
register share after synthesis: 31.9%
fraction of layout instances using a drive strength above 1: 6.86%
dpl cells: 722
total tool warning count: 25
worst hold path type: in2reg
Fin Setup TNS: 0 ns
CTS clk-pin slew, worst paths: 0.06 ns
vias post-DR: 3,434
Syn Inst Count: 403
IR drop worst, VDD: 0.000451 V
Yosys warning count: 1
biggest regs: BUFFER: 72 flops
Final ANT Viol Nets: 0
All-Layer GR Usage: 18.8%
DRT iter0 DRCs: 187
drt pass-1 iters: 22
Die H: 125 um
FP Util: 30.9%
critical path cell sequence: xnor2_1 > xnor3_1 > xnor3_1 > xnor2_2 > and2_1 > and2_1 > nand3_1 > mux2_1 > clkdlybuf4s50_1
final weighted congestion in routability-driven placement: 0.914
Post-synth top cells: xnor2_1 (146), dfxtp_1 (72), nand4_1 (49)
Die ar.: 15,600 um2
crit end category: primary output
-- stage by stage --
| step | hold WS [ns] | setup slack, ns | cell area, um2 | power, mW |
|---|---|---|---|---|
| final | 1.50 | 1.33 | 6460 | 3.04 |
| after global routing | 1.48 | 1.12 | 6460 | 3.22 |
| after CTS | 1.48 | 1.34 | 6460 | 3.04 |
| after detailed placement | 1.85 | 1.73 | 6140 | 2.53 |
| after global placement | 1.86 | 1.76 | 6140 | 2.50 |
| after floorplan | 1.43 | 3.02 | 4520 | 1.88 |
-- kinds of logic (layout without fill, tap and decap cells) --
| group | Yosys count | after routing | synth area share (%) |
|---|---|---|---|
| multiplexers | 8 | 8 | 3.07 |
| XOR/XNOR | 194 | 194 | 47.4 |
| buffers and inverters | 17 | 168 | 2.55 |
| adder cells (fa/ha/maj) | 2 | 2 | 0.553 |
| AND-OR/OR-AND | 7 | 7 | 1.33 |
| AND/OR/NAND/NOR | 103 | 103 | 13.3 |
| flip-flops | 72 | 72 | 31.9 |
-- layer usage --
layer  up-vias  wire [um]  global-route usage, %
met5         -          0                      0
met4         0        124                   1.67
met3         7       1110                   4.55
met2       157       6550                   30.1
met1      1595       6110                   27.2
li1       1675          -                      -
-- worst paths after layout --
kind	startpoint	end	slack, ns	cells past startpoint
setup / recovery	BUFFER[43]	D_DATA[70]	1.33	9
hold / removal	E_DATA[12]	BUFFER[12]	1.50	1
-- cells in the final DEF (no fill, tap or decap), types with 3 or more instances in the layout --
cell type / synthesis / layout
xor2_1: 15 / 15
nand3_1: 26 / 26
nand4_1: 49 / 49
nand2_1: 5 / 5
nor2b_1: 6 / 6
nand2b_1: 3 / 3
mux2i_4: 4 / 4
xnor2_1: 146 / 146
and2_1: 3 / 3
clkdlybuf4s50_1: 0 / 147
xnor3_1: 25 / 25
dfxtp_1: 72 / 72
clkbuf_16: 0 / 9
nor2_1: 4 / 4
xnor2_2: 4 / 4
buf_4: 5 / 5
-- cell type report --
class	count	area [um2]
Timing Repair Buffer	152	1510
Clock inverter	6	91.3
Tap cell	184	230
Sequential cell	72	1440
Multi-Input combinational cell	314	2960
Clock buffer	10	229
Fill cell	1347	8180
-- where the power goes --
part           switching (mW)  leakage [nW]  internal, mW
Combinational            1.19          1.64         0.890
Sequential             0.0295         0.608         0.433
Clock                   0.179         0.157         0.314
Total                    1.40          2.40          1.64
Power and IR drop assume default switching activity.
