### flow/constraint.sdc
current_design secded_encoder

set clk_period 3.5
set clk_io_pct 0.2

create_clock -name clk0 -period $clk_period [get_ports {CLK}]

set non_clock_inputs [all_inputs -no_clocks]
set_input_delay [expr $clk_period * $clk_io_pct] -clock clk0 $non_clock_inputs
set_output_delay [expr $clk_period * $clk_io_pct] -clock clk0 [all_outputs]
### flow/run.sh
#!/bin/bash
# OpenROAD 26Q1-2900-gdf79404cd8, Yosys 0.63+post, stock flow scripts
make -C /OpenROAD-flow-scripts/flow DESIGN_CONFIG=/design/flow/config.mk WORK_HOME=/design/flow/orfs finish
### flow/design.v
module secded_encoder (
  input  logic        CLK,
  input  logic [63:0] R_DATA,
  output logic [71:0] E_DATA
);
  logic [71:0] BUFFER;
  assign E_DATA = BUFFER;
  always @(posedge CLK) begin
    BUFFER [63:0] <= R_DATA;
    BUFFER[64] <= R_DATA[0] ^ R_DATA[1] ^ R_DATA[2] ^ R_DATA[3] ^ R_DATA[4] ^ R_DATA[5] ^ R_DATA[6] ^
      R_DATA[7] ^ R_DATA[10] ^ R_DATA[13] ^ R_DATA[14] ^ R_DATA[17] ^ R_DATA[20] ^ R_DATA[23] ^
		  R_DATA[24] ^ R_DATA[27] ^ R_DATA[35] ^ R_DATA[43] ^ R_DATA[46] ^ R_DATA[47] ^ R_DATA[51] ^
		  R_DATA[52] ^ R_DATA[53] ^ R_DATA[56] ^ R_DATA[57] ^ R_DATA[58];
    BUFFER[65] <= R_DATA[0] ^ R_DATA[1] ^ R_DATA[2] ^ R_DATA[8] ^ R_DATA[9] ^ R_DATA[10] ^ R_DATA[11] ^
  	  R_DATA[12] ^ R_DATA[13] ^ R_DATA[14] ^ R_DATA[15] ^ R_DATA[18] ^ R_DATA[21] ^ R_DATA[22] ^
  		R_DATA[25] ^ R_DATA[28] ^ R_DATA[31] ^ R_DATA[32] ^ R_DATA[35] ^ R_DATA[43] ^ R_DATA[51] ^
  	  R_DATA[54] ^ R_DATA[55] ^ R_DATA[59] ^ R_DATA[60] ^ R_DATA[61];
    BUFFER[66] <= R_DATA[3] ^ R_DATA[4] ^ R_DATA[5] ^ R_DATA[8] ^ R_DATA[9] ^ R_DATA[10] ^ R_DATA[16] ^
  	  R_DATA[17] ^ R_DATA[18] ^ R_DATA[19] ^ R_DATA[20] ^ R_DATA[21] ^ R_DATA[22] ^ R_DATA[23] ^
  		R_DATA[26] ^ R_DATA[29] ^ R_DATA[30] ^ R_DATA[33] ^ R_DATA[36] ^ R_DATA[39] ^ R_DATA[40] ^
  	  R_DATA[43] ^ R_DATA[51] ^ R_DATA[59] ^ R_DATA[62] ^ R_DATA[63];
    BUFFER[67] <= R_DATA[3] ^ R_DATA[6] ^ R_DATA[7] ^ R_DATA[11] ^ R_DATA[12] ^ R_DATA[13] ^ R_DATA[16] ^ 
  		R_DATA[17] ^ R_DATA[18] ^ R_DATA[24] ^ R_DATA[25] ^ R_DATA[26] ^ R_DATA[27] ^ R_DATA[28] ^ 
  	  R_DATA[29] ^ R_DATA[30] ^ R_DATA[31] ^ R_DATA[34] ^ R_DATA[37] ^ R_DATA[38] ^ R_DATA[41] ^ 
  	  R_DATA[44] ^ R_DATA[47] ^ R_DATA[48] ^ R_DATA[51] ^ R_DATA[59];
    BUFFER[68] <= R_DATA[3] ^ R_DATA[11] ^ R_DATA[14] ^ R_DATA[15] ^ R_DATA[19] ^ R_DATA[20] ^ R_DATA[21] ^
  	  R_DATA[24] ^ R_DATA[25] ^ R_DATA[26] ^ R_DATA[32] ^ R_DATA[33] ^ R_DATA[34] ^ R_DATA[35] ^
  		R_DATA[36] ^ R_DATA[37] ^ R_DATA[38] ^ R_DATA[39] ^ R_DATA[42] ^ R_DATA[45] ^ R_DATA[46] ^
  	  R_DATA[49] ^ R_DATA[52] ^ R_DATA[55] ^ R_DATA[56] ^ R_DATA[59];
    BUFFER[69] <= R_DATA[0] ^ R_DATA[3] ^ R_DATA[11] ^ R_DATA[19] ^ R_DATA[22] ^ R_DATA[23] ^ R_DATA[27] ^
  	  R_DATA[28] ^ R_DATA[29] ^ R_DATA[32] ^ R_DATA[33] ^ R_DATA[34] ^ R_DATA[40] ^ R_DATA[41] ^
  		R_DATA[42] ^ R_DATA[43] ^ R_DATA[44] ^ R_DATA[45] ^ R_DATA[46] ^ R_DATA[47] ^ R_DATA[50] ^
  		R_DATA[53] ^ R_DATA[54] ^ R_DATA[57] ^ R_DATA[60] ^ R_DATA[63];
    BUFFER[70] <= R_DATA[1] ^ R_DATA[4] ^ R_DATA[7] ^ R_DATA[8] ^ R_DATA[11] ^ R_DATA[19] ^ R_DATA[27] ^
      R_DATA[30] ^ R_DATA[31] ^ R_DATA[35] ^ R_DATA[36] ^ R_DATA[37] ^ R_DATA[40] ^ R_DATA[41] ^
      R_DATA[42] ^ R_DATA[48] ^ R_DATA[49] ^ R_DATA[50] ^ R_DATA[51] ^ R_DATA[52] ^ R_DATA[53] ^
      R_DATA[54] ^ R_DATA[55] ^ R_DATA[58] ^ R_DATA[61] ^ R_DATA[62];
    BUFFER[71] <= R_DATA[2] ^ R_DATA[5] ^ R_DATA[6] ^ R_DATA[9] ^ R_DATA[12] ^ R_DATA[15] ^ R_DATA[16] ^
      R_DATA[19] ^ R_DATA[27] ^ R_DATA[35] ^ R_DATA[38] ^ R_DATA[39] ^ R_DATA[43] ^ R_DATA[44] ^
     	R_DATA[45] ^ R_DATA[48] ^ R_DATA[49] ^ R_DATA[50] ^ R_DATA[56] ^ R_DATA[57] ^ R_DATA[58] ^
      R_DATA[59] ^ R_DATA[60] ^ R_DATA[61] ^ R_DATA[62] ^ R_DATA[63];
  end 
endmodule
### flow/config.mk
export PLATFORM = sky130hd
export DESIGN_NAME = secded_encoder
export DESIGN_NICKNAME = secded_encoder
export VERILOG_FILES = /design/flow/design.v
export SDC_FILE = /design/flow/constraint.sdc
export NUM_CORES = 4
export LEC_CHECK = 1
export CORE_UTILIZATION = 30
==> flow_metrics.py <==
# Flow results
metrics = {
    "detailed_routing": {
        "ant_nets": 0,
        "drt-initial-drc-count": 30,
        "num_vias": 1773,
        "diodes": 0,
        "wire_per_inst_um": 14.4,
        "wl_mm": 6.53,
        "drc_errors": 0,
        "dr.pass1.iters": 25,
        "avgViaCountPerCell": 3.91,
    },
    "sta": {
        "max-slew-margin-rel_pct": 71.0,
        "max_freq_mhz": 437,
        "grt_setup_unrepaired": "false",
        "finalSetupTns_ps": 0,
        "hold_viol_final": 0,
        "fin_crit_ps": 2290,
        "timing.final.crit_share_pct": 65.3,
        "worst_pin_slew_ps": 432,
        "maxSlewViolCount": 0,
        "final-setup-viol-count": 0,
    },
    "layout": {
        "top_register": "BUFFER",
        "largest_reg_flops": 72,
        "layout-area-overhead-vs-synth_pct": 60.6,
        "drive_gt1_share_pct": 4.64,
        "fillerInstances": 765,
        "reg_top3": "BUFFER (72)",
        "logic_area_um2": 1340,
        "flop_area_um2": 1440,
        "final_util_pct": 50.5,
    },
    "pwr": {
        "p_leak_nw": 1.78,
        "ir_drop_mv": 0.295,
        "power_density_nw_per_um2": 533,
    },
    "global_routing": {
        "grt_max_degree": 13,
        "grt-ovfl-total": 0,
        "antenna_found_initial": 0,
        "grt_pass1_wl_mm": 10.1,
        "grt_pass1_vias": 1893,
        "grt_usage_pct": 14.5,
    },
    "setup_path": {
        "worstPathArrival_ps": 2510,
        "cpMostUsedCell": "xnor3_1",
        "critPathRequiredTime_ps": 3720,
        "cp-end-kind": "register",
        "critPathKind": "input pin to register",
        "critPathMaxStageDelay_ps": 540,
        "cp-start-kind": "input pin",
        "crit_chain": "clkdlybuf4s50_1, xnor3_1, xnor3_2, xor2_1, xnor3_1",
        "worst_path_max_delay_cell": "clkdlybuf4s50_1",
        "path_max_fanout": 4,
    },
    "placed_design": {
        "portBuffers": 136,
        "dp_hpwl_mm": 5.37,
        "place_congestion": 0.815,
    },
    "flow_run": {
        "maxCapViolCount": 0,
        "tool_warnings": 25,
    },
    "synth": {
        "ys_seq_share_pct": 51.8,
        "largest_area_cell": "dfxtp_1",
        "yosys-stat-area_um2": 2780,
        "ys.flops": 72,
        "synth_warnings": 1,
        "synthDistinctLibCells": 6,
        "syn_inst": 193,
        "yosysTopAreaCellShare_pct": 51.8,
        "ys_cells": 193,
        "area_leaders": "dfxtp_1 52%, xnor2_1 28%, xnor3_1 14%, xor2_1 4.1%, xor3_1 1.7%",
        "synth_area_um2": 2780,
        "avgSynthCellArea_um2": 14.4,
    },
    "floorplanning": {
        "floorplan.rows": 34,
        "die_w_um": 98.3,
        "io_pins": 137,
        "die.size.y_um": 98.3,
        "die_area_um2": 9660,
        "core_um2": 8850,
        "fp_util_pct": 31.4,
    },
    "clock_tree": {
        "cts_buffer_depth": 2,
        "tritoncts": "built",
        "cts_sinks": 72,
        "cts_made_buffers": 9,
        "holdBufCountCts": 0,
        "path_clk_slew_ps": 70,
        "htreeDepth": 3,
        "cts_setup_buffers": 0,
        "clockRootBuffer": "clkbuf_8",
        "cts_resized": 0,
    },
    "hold_path": {
        "holdPathEnd": "BUFFER[18]$_DFF_P_",
        "min-delay-start": "R_DATA[18]",
        "whs_path_depth": 1,
        "hp-class": "input pin to register",
    },
    "outcome": {
        "status": "finished clean",
    },
}
cells by family (layout without fill, tap and decap cells):
logic type             after synthesis  count (layout)  synth area share [%]
flip-flops                          72              72                  51.8
buffers and inverters                0             152                     0
XOR/XNOR                           121             121                  48.2
critical path: cells and delay by family:
kind	cells	cell delay, ps
xor+xnor	4	1260
buf+inv	1	540
cell usage after synthesis:
master and count:
xnor2_1 88, xnor3_2 1, dfxtp_1 72, xnor3_1 17, xor3_1 2, xor2_1 13
power by group:
part	internal, mW	total (mW)	switching, mW
clock network	0.325	0.622	0.297
registers	0.916	0.940	0.0243
logic	0.573	0.816	0.243
through the flow:
step	power (mW)	area, µm²	setup slack (ps)	instances	hold slack, ps
global route	2.52	4460	1160	453	835
CTS	2.43	4460	1210	453	837
global placement	1.78	4280	883	437	1210
finish	2.38	4460	1210	453	859
floorplan	1.43	2780	1510	193	728
detailed placement	1.79	4280	849	437	1210
final cells by class:
class	instances	share of cell area, %
Tap cell	108	3.03
Clock inverter	6	1.35
Multi-Input combinational cell	121	30.0
Timing Repair Buffer	136	30.5
Sequential cell	72	32.3
Clock buffer	10	2.86
placed cells by master, fill, tap and decap left out, drive strengths merged:
master / Yosys / routed
xor3: 2 / 2
xor2: 13 / 13
dfxtp: 72 / 72
xnor3: 18 / 18
bufinv: 0 / 1
clkinv: 0 / 3
clkdlybuf4s50: 0 / 136
clkbuf: 0 / 10
xnor2: 88 / 88
clkinvlp: 0 / 2
worst max-delay path by stage:
stage          start                  to  slack [ps]  depth (start not counted)
4_1_cts   R_DATA[35]  BUFFER[65]$_DFF_P_        1210                          5
5_1_grt   R_DATA[51]  BUFFER[66]$_DFF_P_        1160                          5
6_report  R_DATA[35]  BUFFER[65]$_DFF_P_        1210                          5
routing by layer:
layer	vias up	GRT usage, %	routed length [µm]
met3	10	6.18	609
met1	775	18.8	2790
met4	0	1.26	60
li1	906	-	-
met5	-	0	0
met2	82	23.9	3060
Power and IR drop assume default switching activity.
